--- ./run.sh ---
#!/bin/bash
# OpenROAD 26Q1-2900-gdf79404cd8, Yosys 0.63+post, stock flow scripts
make -C /OpenROAD-flow-scripts/flow DESIGN_CONFIG=/design/flow/config.mk WORK_HOME=/design/flow/orfs finish
--- ./config.mk ---
export PLATFORM = sky130hd
export DESIGN_NAME = rl_queue
export DESIGN_NICKNAME = rl_queue
export VERILOG_FILES = /design/flow/design.v
export SDC_FILE = /design/flow/constraint.sdc
export NUM_CORES = 4
export LEC_CHECK = 1
export CORE_UTILIZATION = 30
--- ./constraint.sdc ---
current_design rl_queue

set clk_period 3.2
set clk_io_pct 0.2

create_clock -name clk0 -period $clk_period [get_ports {clk_i}]

set non_clock_inputs [all_inputs -no_clocks]
set_input_delay [expr $clk_period * $clk_io_pct] -clock clk0 $non_clock_inputs
set_output_delay [expr $clk_period * $clk_io_pct] -clock clk0 [all_outputs]
--- ./design.v ---
module rl_queue #(
  parameter DEPTH                  = 2,
  parameter DBITS                  = 32,
  parameter ALMOST_EMPTY_THRESHOLD = 0,
  parameter ALMOST_FULL_THRESHOLD  = DEPTH
)
(
  input  logic             rst_ni,          
  input  logic             clk_i,           
  input  logic             clr_i,           
  input  logic             ena_i,           
  input  logic             we_i,            
  input  logic [DBITS-1:0] d_i,             
  input  logic             re_i,            
  output logic [DBITS-1:0] q_o,             
  output logic             empty_o,         
                           full_o,          
                           almost_empty_o,  
                           almost_full_o    
);
  localparam EMPTY_THRESHOLD = 1;
  localparam FULL_THRESHOLD  = DEPTH -2;
  localparam ALMOST_EMPTY_THRESHOLD_CHECK = ALMOST_EMPTY_THRESHOLD <= 0     ? EMPTY_THRESHOLD : ALMOST_EMPTY_THRESHOLD +1;
  localparam ALMOST_FULL_THRESHOLD_CHECK  = ALMOST_FULL_THRESHOLD  >= DEPTH ? FULL_THRESHOLD  : ALMOST_FULL_THRESHOLD -2;
  logic [DBITS        -1:0] queue_data[DEPTH];
  logic [$clog2(DEPTH)-1:0] queue_wadr;
  always @(posedge clk_i,negedge rst_ni)
    if      (!rst_ni) queue_wadr <= 'h0;
    else if ( clr_i ) queue_wadr <= 'h0;
    else if ( ena_i )
      unique case ({we_i,re_i})
         2'b01 : queue_wadr <= queue_wadr -1;
         2'b10 : queue_wadr <= queue_wadr +1;
         default: ;
      endcase
  always @(posedge clk_i,negedge rst_ni)
    if (!rst_ni)
      for (int n=0; n<DEPTH; n++) queue_data[n] <= 'h0;
    else if (clr_i)
      for (int n=0; n<DEPTH; n++) queue_data[n] <= 'h0;
    else if (ena_i)
    unique case ({we_i,re_i})
       2'b01  : begin
                    for (int n=0; n<DEPTH-1; n++)
                      queue_data[n] <= queue_data[n+1];
                    queue_data[DEPTH-1] <= 'h0;
                end
       2'b10  : begin
                    queue_data[queue_wadr] <= d_i;
                end
       2'b11  : begin
                    for (int n=0; n<DEPTH-1; n++)
                      queue_data[n] <= queue_data[n+1];
                    queue_data[DEPTH-1] <= 'h0;
                    queue_data[~|queue_wadr ? DEPTH-1 : queue_wadr-1] <= d_i;
                end
       default: ;
    endcase
  always @(posedge clk_i, negedge rst_ni)
    if      (!rst_ni) almost_empty_o <= 1'b1;
    else if ( clr_i ) almost_empty_o <= 1'b1;
    else if ( ena_i )
      unique case ({we_i,re_i})
         2'b01  : almost_empty_o <= (queue_wadr <= ALMOST_EMPTY_THRESHOLD_CHECK);
         2'b10  : almost_empty_o <=~(queue_wadr >  ALMOST_EMPTY_THRESHOLD_CHECK);
         default: ;
      endcase
  always @(posedge clk_i, negedge rst_ni)
    if      (!rst_ni) empty_o <= 1'b1;
    else if ( clr_i ) empty_o <= 1'b1;
    else if ( ena_i )
      unique case ({we_i,re_i})
         2'b01  : empty_o <= (queue_wadr == EMPTY_THRESHOLD);
         2'b10  : empty_o <= 1'b0;
         default: ;
      endcase
  always @(posedge clk_i, negedge rst_ni)
    if      (!rst_ni) almost_full_o <= 1'b0;
    else if ( clr_i ) almost_full_o <= 1'b0;
    else if ( ena_i )
      unique case ({we_i,re_i})
         2'b01  : almost_full_o <=~(queue_wadr <  ALMOST_FULL_THRESHOLD_CHECK);
         2'b10  : almost_full_o <= (queue_wadr >= ALMOST_FULL_THRESHOLD_CHECK);
         default: ;
      endcase
  always @(posedge clk_i, negedge rst_ni)
    if      (!rst_ni) full_o <= 1'b0;
    else if ( clr_i ) full_o <= 1'b0;
    else if ( ena_i )
      unique case ({we_i,re_i})
         2'b01  : full_o <= 1'b0;
         2'b10  : full_o <= (queue_wadr == FULL_THRESHOLD);
         default: ;
      endcase
  assign q_o = queue_data[0];
endmodule
==> flow_summary.ini <==
; generated from flow reports
[worst_setup_path]
critPathMaxFanout = 64
endpoint_kind = flip-flop
start_kind = primary input
worstSetupPathType = in2reg
cp.arrival_ps = 2320
r2r_setup_slack_ps = 1460
required_ps = 3390

[yosys]
ys.flop_type = dfrtp_1
ys_cells = 282
syn_inst = 282
async_reset_ff_share_pct = 100
synth-edff-count = 0
ys_types = 27
syn_avg_cell_area_sq_um = 10.9
ys_seq_share_pct = 55.3
synth_warnings = 2
synth-seq-cells = 68
yosysChipArea_sq_um = 3080
syn_area_sq_um = 3080

[clock_network]
cts-resized-gates = 0
clock.latency.late_pin_ps = 340
cts_setup_buffers = 0
clockBufferDepth = 2
cts_tree = yes
cts-root-buf = clkbuf_8
postCtsHoldBufs = 0
cts_sinks = 68
numCtsBuffers = 9
path_clk_slew_ps = 70
h-tree-depth = 3

[final_timing]
hold_viol_final = 0
fin_hold_ws_ps = 316
finClkSkew_ps = 6.20
relSlewSlack_pct = 59.0
tightest_slew_ps = 615
rsz0062_at_grt = no
min_period_ps = 2140
tns_ps = 0
min_period_over_period_pct = 66.7
fmax_mhz = 468
finalSetupViolCount = 0
drv_slew = 0

[global_route]
grt_pass1_wl_mm = 11.0
grt_max_degree = 65
grt_pass1_vias = 2218
grt-ovfl-total = 0
antenna_found_initial = 0
grtUsageTotal_pct = 13.6

[drt]
routedWlPerCell_microns = 13.6
ant_nets = 0
via_per_inst = 4.57
routed-via-count = 2205
antenna_cells_inserted = 0
drtIter0Drc = 69
first_pass_iters = 4
wl_mm = 6.58
drcViolationCount = 0

[placement]
portBuffers = 72
dp_hpwl_mm = 3.93
gp_congestion = 0.725

[final_layout]
lay_top_count = clkdlybuf4s50_1
syn2layout_area_growth_pct = 33.3
layout_top_cells = clkdlybuf4s50_1, nand2_1, dfrtp_1, mux2i_1, o2bb2ai_1
layout-drive-gt1-share_pct = 8.29

[die]
rows = 36
chipArea_sq_um = 10700
die_h_microns = 103
core_area_sq_um = 9860
fp_util_pct = 31.2
die_x_microns = 103
io_pins = 74

[power_and_ir_drop]
p_leak_nw = 1.82
intPower_mw = 1.61
power.share.switching_pct = 22.8
p_comb_share_pct = 12.9
vdd_drop_max_uv = 345
p_clk_share_pct = 42.0
power_frac_seq_pct = 45.1
power.switching_mw = 0.474
p_per_area_nw_per_um2 = 507

[flow_run]
drv_cap = 0
log.warning_count = 25

[status]
status = finished, final reports clean

[worst_hold_path]
min_path_type = in2async
## cell usage after synthesis, types with 2 or more instances
cell	number	area, sq um
a21oi_1	3	15.0
buf_2	10	50.1
buf_4	9	67.6
buf_6	4	45.0
clkbuf_2	3	15.0
dfrtp_1	67	1680
inv_1	2	7.51
mux2i_1	32	320
nand2_1	67	251
nor2_1	3	11.3
o21ai_0	25	125
o21ai_1	11	55.1
o2bb2ai_1	31	272
xor2_1	2	17.5
## through the flow
| step | instance area (sq um) | util [%] | power [mW] | setup WS [ps] | instances |
|---|---|---|---|---|---|
| after floorplan | 3080 | - | 1.09 | 1550 | 282 |
| after global placement | 3850 | 39.0 | 1.22 | 778 | 467 |
| after detailed placement | 3850 | 39.0 | 1.23 | 692 | 467 |
| after CTS | 4100 | 41.6 | 2.12 | 1070 | 483 |
| after global routing | 4100 | 41.6 | 2.18 | 936 | 483 |
| final | 4100 | 41.6 | 2.08 | 1060 | 483 |
## metal layers
metal	wire, microns	track usage (%)
met4	111	1.84
met5	0	0
met2	2930	21.4
met3	362	2.94
met1	3180	20.6
## logic make-up (layout without fill, tap and decap cells)
kind of cell,after synthesis,in the layout,synth area share [%]
and+or+nand+nor,75,75,9.84
other,1,1,0.122
xor gates and xnor gates,2,2,0.569
DFF,68,68,55.3
buffers and inverters,28,96,6.02
muxes,32,32,10.4
AOI/OAI and AO/OA,76,76,17.7
## layout make-up
class,count,area (sq um)
inverter,2,7.51
tap,133,166
clock buffer,12,155
clock inverter,4,95.1
timing repair buffer,78,776
fill,924,5760
sequential,68,1700
multi-input combinational,186,1200
## final timing paths
kind                                              startpoint                             to  cells after the start
worst max register to register        queue_wadr$_DFFE_PN0P_  queue_data[1][28]$_DFFE_PN0P_                      4
worst min register to register  queue_data[1][4]$_DFFE_PN0P_   queue_data[1][4]$_DFFE_PN0P_                      2
worst max-delay path                                    we_i  queue_data[1][28]$_DFFE_PN0P_                      5
worst min-delay path                                  rst_ni   queue_data[0][7]$_DFFE_PN0P_                      1
min in group clk0               queue_data[1][4]$_DFFE_PN0P_   queue_data[1][4]$_DFFE_PN0P_                      2
max in group asynchronous                             rst_ni            empty_o$_DFFE_PN1P_                      2
## power by group through the flow
stage / combinational, mW / sequential [mW] / clock, mW
finish: 0.269 / 0.938 / 0.875
global route: 0.301 / 0.944 / 0.935
CTS: 0.276 / 0.938 / 0.906
## sequential cells by signal (all words and copies together), names as in the netlist
register and count:
full_o 1, queue_data 64, queue_wadr 1, almost_full_o 1, empty_o 1
## critical path, cell delays in order
cell and delay [ps]:
clkdlybuf4s50_1 600, a21o_1 270, a21oi_4 130, buf_4 490
o21ai_0 190
Power figures rest on the tool's default switching activity, not on a simulated workload.
